<file path="./constraint.sdc">
current_design rom

set clk_period 2.7
set clk_io_pct 0.2

create_clock -name clk0 -period $clk_period

set non_clock_inputs [all_inputs -no_clocks]
set_input_delay [expr $clk_period * $clk_io_pct] -clock clk0 $non_clock_inputs
set_output_delay [expr $clk_period * $clk_io_pct] -clock clk0 [all_outputs]
</file>
<file path="./run.sh">
#!/bin/bash
# OpenROAD 26Q1-2900-gdf79404cd8, Yosys 0.63+post, stock flow scripts
make -C /OpenROAD-flow-scripts/flow DESIGN_CONFIG=/design/flow/config.mk WORK_HOME=/design/flow/orfs finish
</file>
<file path="./design.v">
`timescale 1ns / 1ps
module rom(
input rom_en,
input [15:0] rom_addr,
output [7:0] rom_byte
);
reg [7:0] ROM[0:1040];   
initial begin
    ROM[3] = 8'b01110100;    
    ROM[4] = 8'h0f;          
    ROM[5] = 8'b11110101;    
    ROM[6] = 8'h90;          
    ROM[7] = 8'b00110010;    
    ROM[8] = 8'h00;
    ROM[11] = 8'b11101001;   
    ROM[12] = 8'h00;
    ROM[13] = 8'b10010100;   
    ROM[14] = 8'h01;
    ROM[15] = 8'b11111001;  
    ROM[16] = 8'h00;
    ROM[17] = 8'b01110000;   
    ROM[18] = 8'h08;
    ROM[19] = 8'b11100101;    
    ROM[20] = 8'h90;          
    ROM[21] = 8'b00100100;    
    ROM[22] = 8'h01;          
    ROM[23] = 8'b11110101;    
    ROM[24] = 8'h90;
    ROM[25] = 8'b01111001;    
    ROM[26] = 8'hff;
    ROM[27] = 8'b00110010;    
    ROM[28] = 8'h00;
    ROM[59] = 8'b01110100;    
    ROM[60] = 8'b00000001;    
    ROM[61] = 8'b11110101;    
    ROM[62] = 8'h90;         
    ROM[63] = 8'b01110100;    
    ROM[64] = 8'h01;          
    ROM[65] = 8'b11110101;    
    ROM[66] = 8'h88;
    ROM[67] = 8'b01110100;    
    ROM[68] = 8'h00;          
    ROM[69] = 8'b11110101;    
    ROM[70] = 8'h8a;
    ROM[71] = 8'b01110100;    
    ROM[72] = 8'h00;          
    ROM[73] = 8'b11110101;    
    ROM[74] = 8'h8c;
    ROM[75] = 8'b01110100;    
    ROM[76] = 8'b10000011;    
    ROM[77] = 8'b11110101;    
    ROM[78] = 8'ha8;
    ROM[79] = 8'b01110100;    
    ROM[80] = 8'b00010000;    
    ROM[81] = 8'b11110101;    
    ROM[82] = 8'h89; 
    ROM[83] = 8'b01111001;    
    ROM[84] = 8'hff;
    ROM[85]= 8'b10011000;    
    ROM[86]= 8'h00;
    ROM[87]= 8'b10011000;    
    ROM[88]= 8'h00;
end
assign rom_byte = (rom_en == 1'b1) ? ROM[rom_addr] : 8'hzz;
endmodule
</file>
<file path="./config.mk">
export PLATFORM = sky130hd
export DESIGN_NAME = rom
export DESIGN_NICKNAME = rom
export VERILOG_FILES = /design/flow/design.v
export SDC_FILE = /design/flow/constraint.sdc
export NUM_CORES = 4
export LEC_CHECK = 1
export CORE_AREA = 10 10 70 70
export DIE_AREA = 0 0 80 80
export SYNTH_MEMORY_MAX_BITS = 65536
</file>
==> impl_metrics.yaml <==
# flow metrics
global_routing:
  maximum_number_of_pins_on_one_net_before_global_route_repair: 13
  grtUsageMet3: 0.0182
  wire_length_of_the_first_global_routing_pass_mm: 5.18
  met2_usage: 0.154
  number_of_antenna_violations_at_the_first_check_in_global_routing: 0
  grt.busiest_layer: "met2"
  overflow: 0
  groute.usage.overall: 0.0956
  number_of_global_route_vias_before_repair: 1093
  globalRouteMet1Util: 0.134
synthesis:
  synth.top_cells.by_count: "sky130_fd_sc_hd__a21oi_1, sky130_fd_sc_hd__ha_1, sky130_fd_sc_hd__o21ai_0"
  syn-cell-area_um2: 888
  post_synth_inst_count: 124
  yosysTopAreaCellShare: 0.141
  ys_chip_area_um2: 888
  yosys_cells: 124
  synth-seq-area-share: 0
  post_synth_num_cell_types: 42
  synth_top_cell_by_count: "sky130_fd_sc_hd__a21oi_1"
  synth.yosys.warnings: 2
  synthTopCellsByArea: "sky130_fd_sc_hd__ha_1, sky130_fd_sc_hd__buf_6, sky130_fd_sc_hd__a21oi_1"
  yosysTopAreaCell: "sky130_fd_sc_hd__ha_1"
  avgSynthCellArea_um2: 7.16
drt:
  num_vias: 1143
  route.detailed.vias_per_inst: 5.29
  detailedRoute.firstIterationViolations: 106
  detail_route.drc_violations: 0
  route.detailed.wl_per_inst_um: 14.9
  finalWirelength_mm: 3.22
  antenna-diode-count: 0
  final_antenna_net_count: 0
  drt_pass1_iterations: 4
floorplanning:
  die_width_um: 80
  rows: 21
  die_area_um2: 6400
  fp.dieH_um: 80
  core_util_floorplan: 0.260
  top_level_pins: 25
  design.core.area_um2: 3420
sta:
  finalSetupViolCount: 0
  final_hold_violation_count: 0
  max_freq_mhz: 375
  grt_setup_unrepaired: "yes"
  fin_crit_sh: 0.987
  slew_headroom: 0.727
  timing_worst_slew_pin_value_ns: 0.409
  finalWorstPathRequiredPeriod_ns: 2.66
  drv_slew: 0
  final_critical_path_setup_slack_ns: 0.0359
power:
  power.total_uw: 235
  leakagePower_uw: 0.000657
  p_per_area_nw_per_um2: 161
  vdd_drop_max_v: 0.0000658
worst_setup_path:
  critPathRequiredTime_ns: 2.16
  cp_max_fo: 3
  criticalPathCategory: "input pin to output pin"
  timing.critical_path.to_type: "output pin"
  critical_path_data_arrival_time_ns: 2.12
  cp_cell_sequence: "clkdlybuf4s15_2, buf_6, ha_1, mux2i_2, a2111oi_1, a2111oi_1, o31ai_1, clkdlybuf4s15_1"
  startpoint: "rom_addr[0]"
  critical_path_buf_inv_count: 3
  timing.critical_path.slowest_stage_cell: "sky130_fd_sc_hd__a2111oi_1"
  timing.critical_path.from_type: "input pin"
  timing.critical_path.max_delay_family: "AND-OR/OR-AND gates"
  cp_common_cell: "sky130_fd_sc_hd__a2111oi_1"
  max_incr_delay_on_cp_ns: 0.40
finish:
  num-clock-buffers: 0
  syn2layout_area_growth_pct: 64.5
  final-seq-area_um2: 0
  filler_cell_count: 321
  flops: 0
  drive_above_1_share: 0.418
min_path:
  hold_class: "input pin to output pin"
  min-delay-start: "rom_addr[6]"
placed_design:
  dpl_worst_slack_ns: -0.514
  gp_routability_congestion: 0.954
  hpwl_mm: 2.19
  buffer_ports.inserted: 15
clock_network:
  ctsHoldBuffers: 0
status:
  run_status: "complete, no violations"
flow_run:
  warning_count: 52
  maxCapViolations: 0
## metal layers
metal,routed length (um),part of all wire
met5,0,0
met4,14,0.0043
met2,1460,0.45
met1,1470,0.46
met3,274,0.085
## tightest hold or removal path, cell delays in order
cell and delay (ns):
sky130_fd_sc_hd__dlygate4sd2_1 0.26, sky130_fd_sc_hd__buf_4 0.17, sky130_fd_sc_hd__a21boi_2 0.05, sky130_fd_sc_hd__dlymetal6s2s_1 0.12
## cell usage in the layout, fill, tap and decap left out, drive strengths merged, types with 2 or more instances in the layout
cell / n
nand3: 2
mux2i: 5
dlygate4sd2: 8
a211oi: 3
inv: 7
dlymetal6s2s: 2
nand2: 6
ha: 10
a211o: 2
a2111oi: 2
mux2: 2
a21oi: 11
o31ai: 4
a31oi: 8
nand2b: 3
and2b: 2
a22o: 2
o22ai: 2
nor2b: 2
o21ai: 11
buf: 45
nor2: 6
o2bb2ai: 2
clkdlybuf4s15: 3
## path summary, 6_finish.rpt
check | end | slack (ns) | cells past startpoint
max | rom_byte[6] | 0.04 | 8
min | rom_byte[4] | 1.69 | 4
## layout make-up
cell class / count / area [um^2] / area share
multi-input combinational: 102 / 830 / 0.568
timing repair buffer: 60 / 544 / 0.372
inverter: 8 / 30.0 / 0.0205
tap: 46 / 57.6 / 0.0394
## metrics by stage
stage | cells | TNS, ns | hold WS [ns] | instance area (um^2) | utilization
2_1_floorplan | 124 | 0 | 1.19 | 888 | -
3_3_place_gp | 211 | -3.23 | 2.24 | 1300 | 0.379
3_5_place_dp | 211 | -3.45 | 2.25 | 1300 | 0.379
4_1_cts | 215 | -0.00120 | 1.83 | 1420 | 0.416
5_1_grt | 216 | -0.0780 | 1.74 | 1460 | 0.428
6_report | 216 | 0 | 1.69 | 1460 | 0.428
## report_power, final
part / switching (uW) / total [uW] / internal [uW] / leakage (uW)
clock network: 0 / 0 / 0 / 0
registers: 0 / 0 / 0 / 0
logic: 108 / 235 / 127 / 0.000657
total: 108 / 235 / 127 / 0.000657
## what timing repair did
action	CTS	global route
pin swaps	8	6
endpoints found under the setup margin	8	4
gates resized	43	10
cloned	2	0
buffers inserted	2	1
## logic make-up (layout without fill, tap and decap cells)
family,Yosys count,in the layout,synth area share
buffers and inverters,22,68,0.161
AND/OR/NAND/NOR,27,27,0.169
adder cells (fa/ha/maj),10,10,0.141
AND-OR/OR-AND,56,56,0.428
multiplexers,7,7,0.0817
XOR/XNOR,2,2,0.0197
Power figures rest on the tool's default switching activity, not on a simulated workload.
