**flow/run.sh**
```bash
#!/bin/bash
# OpenROAD 26Q1-2900-gdf79404cd8, Yosys 0.63+post, stock flow scripts
make -C /OpenROAD-flow-scripts/flow DESIGN_CONFIG=/design/flow/config.mk WORK_HOME=/design/flow/orfs finish
```
**flow/config.mk**
```make
export PLATFORM = sky130hd
export DESIGN_NAME = ram
export DESIGN_NICKNAME = ram
export VERILOG_FILES = /design/flow/design.v
export SDC_FILE = /design/flow/constraint.sdc
export NUM_CORES = 4
export LEC_CHECK = 1
export CORE_UTILIZATION = 30
```
**flow/constraint.sdc**
```tcl
current_design ram

set clk_period 66.3
set clk_io_pct 0.2

create_clock -name clk0 -period $clk_period [get_ports {clock}]

set non_clock_inputs [all_inputs -no_clocks]
set_input_delay [expr $clk_period * $clk_io_pct] -clock clk0 $non_clock_inputs
set_output_delay [expr $clk_period * $clk_io_pct] -clock clk0 [all_outputs]
```
**flow/design.v**
```verilog
`timescale 1ns / 1ps
module debounce(
input clock,
input button,
output outDeb
);      
reg [9:0] ctr_d, ctr_q;
reg [1:0] sync_d, sync_q;
initial begin
    ctr_d <= 0;
    ctr_q <= 0;
    sync_d <= 0;
    sync_q <= 0;
end
always @(*) begin
    sync_d[0] = button;
    sync_d[1] = sync_q[0];
    ctr_d = ctr_q + 1'b1;
if (ctr_q == {10{1'b1}}) begin
  ctr_d = ctr_q;
end
if (!sync_q[1])
  ctr_d = 10'd0;
end
always @(posedge clock) begin
    ctr_q <= ctr_d;
    sync_q <= sync_d;
end
assign outDeb = ctr_q == {10{1'b1}}; 
endmodule
`timescale 1ns / 1ps
module ram(
input clock,
input reset,
input ram_rd_en_reg,             
input ram_wr_en_reg,             
input [2:0] ram_reg_in_sel,      
input [2:0] ram_reg_out_sel,     
input ram_rd_en_data,            
input ram_wr_en_data,            
input [7:0]ram_rd_addr,          
input [7:0]ram_wr_addr,          
input [7:0]ram_wr_byte,          
output [7:0]ram_rd_byte,         
input [7:0] stack_in,            
input push_stack,               
input pop_1_stack,
input pop_2_stack,
input tf0_flag,
input tr0_flag,
input [7:0]P0,  
output int_tf0,
output int_ext0,
output [7:0]P1,
output [7:0]sfr_tmod,
output [7:0]sfr_tcon, 
output [7:0]sfr_tl0, 
output [7:0]sfr_th0, 
output [7:0]stack_out
);
parameter tmod_addr = 8'h88, tcon_addr = 8'h89, tl0_addr  = 8'h8a, th0_addr  = 8'h8c, tr0_bit = 3'b100, tf0_bit = 3'b101;   
parameter ie_addr = 8'ha8, ae_bit = 3'b111, ex0_bit = 3'b000, et0_bit = 3'b001;
parameter p0_addr = 8'h80, ext0_bit = 'd0, p0_0_bit = 'd1; 
parameter p1_addr = 8'h90;
reg [7:0] mem [0:255];
integer i;
register_bank REG(clock,reset,ram_wr_en_reg,ram_rd_en_reg,ram_reg_in_sel,ram_reg_out_sel,ram_wr_byte,ram_rd_byte);
reg [7:0]stack_pointer;
reg last_tr0;
reg last_tf0;
wire pe_tf0;
wire pe_tr0;
wire p0_0_deb;  
initial begin
    for(i=0; i < 256 ; i = i + 1)
        mem[i] = 8'b00000000;
    stack_pointer = 8'h08;
end
always @(posedge clock) begin
    last_tr0 <= tr0_flag;
    last_tf0 <= tf0_flag;
end 
always @(posedge clock)
begin
    if(reset==1'b1) begin    
        for(i=0; i < 256 ; i = i + 1)
            mem[i] = 8'b00000000;
        stack_pointer <= 8'h08;
    end    
    else if(ram_wr_en_data)   
    begin
        mem[ram_wr_addr] <= ram_wr_byte;
    end
    else if(push_stack == 1'b1) begin
        stack_pointer = stack_pointer + 1'b1;
        mem[stack_pointer] <= stack_in;                 
    end
    else if(pop_1_stack==1'b1 || pop_2_stack==1'b1) begin   
       stack_pointer <= stack_pointer - 1'b1;  
    end
    else begin
        if(pe_tf0)
            mem[tcon_addr][tf0_bit] <= 1'b1;
        if(pe_tr0)
        mem[tcon_addr][tr0_bit] <= 1'b1;
        mem[p0_addr] <= P0;
    end
end
assign ram_rd_byte = (ram_rd_en_data == 1'b1 && ram_rd_en_reg == 1'b0) ? mem[ram_rd_addr] : 8'hzz;
assign sfr_tmod = mem[tmod_addr];
assign sfr_tcon = mem[tcon_addr];
assign sfr_tl0  = mem[tl0_addr];
assign sfr_th0  = mem[th0_addr];
debounce deb(clock,P0[0],p0_0_deb);
assign pe_tf0 = tf0_flag & ~last_tf0;
assign pe_tr0 = tr0_flag & ~last_tr0; 
assign int_ext0 = ((mem[ie_addr][ex0_bit] == 1'b1 || mem[ie_addr][ae_bit] == 1'b1) && p0_0_deb == 1'b1) ? 1'b1 : 1'b0;   
assign int_tf0  = ((mem[ie_addr][et0_bit] == 1'b1 || mem[ie_addr][ae_bit] == 1'b1) && tf0_flag == 1'b1) ? 1'b1 : 1'b0;
assign P1 = mem[p1_addr]; 
assign  stack_out = mem[stack_pointer]; 
endmodule
`timescale 1ns / 1ps
module register_bank(
input clock,
input reset,
input write_data,
input read_data,
input [2:0] reg_in_select,   
input [2:0] reg_out_select,  
input [7:0] reg_in_data,
output [7:0] reg_out_data
);
reg[7:0] registerb [7:0];    
wire [7:0] output_value;
integer i;
always @(posedge clock)
begin
    if(reset)
    begin
        for(i = 0; i < 8; i = i+1) begin
            registerb[i] <= 8'd0;
        end
    end
    else if(write_data)
    begin
        registerb[reg_in_select] <= reg_in_data;
    end
 end 
assign reg_out_data = (read_data == 1'b1) ?  registerb[reg_out_select] : 8'hzz;
endmodule
```
==> GITHUB_STEP_SUMMARY <==
### Flow metrics

| Metric | Value |
|---|---|
| Die Ht | 595 µm |
| Gp weighted congestion | 0.984 |
| Fmax | 30.8 MHz |
| Hold Crit Class | reg2reg |
| First-pass GRT wire length | approximately 530 mm |
| CP Launch Type | input port |
| Reg2Reg Depth | 12 |
| Required time worst endpoint | approximately 53 ns |
| Post-CTS setup buffer count | 0 |
| Root Buffer | clkbuf_16 |
| MUX area fraction | 0.221 |
| TNS Setup | 0 ns |
| Synth Seq Share | 0.589 |
| Logic family by area | multiplexers |
| Synth warnings | 13 |
| Routed vias | between 60000 and 70000 |
| Layout cell share with drive strength beyond 1 | 0.206 |
| DRT Pass-1 Iters | 8 |
| Die width | 595 µm |
| Cell family with most CP delay | buffers and inverters |
| I/O Pins | 115 |
| Fin. Hold Viols | 0 |
| Yosys chip area | 105000 µm² |
| Post-Route Skew | 0.0756 ns |
| CTS tree | yes |
| Power per Cell Area | 27.4 nW/µm² |
| Placed instance count | 11900 |
| MaxCap Viol Count | 0 |
| Unique masters post-synth | 73 |
| Flop area | 62200 µm² |
| Max VDD drop | 0.0000325 V |
| Basic Gates by Area | 0.119 |
| Post-place setup slack | 33.78 ns |
| Crit Path Category | in2out |
| # clock sinks | 2078 |
| Cells resized by post-CTS repair | 0 |
| Slew margin rel. | 0.214 |
| RSZ-0062 raised after global routing | false |
| Hold EP | deb.sync_q[1] |
| Min Tclk post-route | 32.52 ns |
| Critical-path cell list | buf_8, buf_4, buf_4, buf_4, buf_4, mux2i_1, o221ai_1, o22ai_1, o41ai_1, nor4_1, nor3_1, buf_4, clkdlybuf4s50_1 |
| Vias in the first global route | ~74000 |
| Total CTS buffers | 219 |
| Dpl hpwl | 245 mm |
| AO/OA Area Share | 0.0436 |
| Max Slew Vio Count | 0 |
| Largest net degree at the start of global routing | 111 |
| Gr usage total | 0.222 |
| Worst R2R Setup Slack | roughly 60 ns |
| Worst-margin pin slew | 1.17 ns |
| Fa+ha+maj area frac | 0.000356 |
| Clock buffer depth | 3 |
| Syn avg cell area | roughly 14 µm² |
| Setup violators final | 0 |
| Fp_density | 0.302 |
| # DRC | 0 |
| RR Startpoint | stack_pointer[0] |
| Flops after synth | between 2000 and 2500 |
| Worst Slack Setup Final | 33.78 ns |
| Final ANT Viol Nets | 0 |
| Worst Setup End Kind | output port |
| Status | finished clean |
| CP Data Arrival Time | 19.26 ns |
| Routed WL | roughly 370 mm |
| Synthesized area | 105000 µm² |
| PortBufs | between 100 and 150 |
| Ys cells | between 7000 and 8000 |
| Fillcell total | 32800 |
| Clock slew at reported path FFs | 0.06 ns |
| Layout overhead on the synthesized area | 13.2% |
| Finished layout cell area | 119000 µm² |
| Skew-Pair Late Insertion Delay | 0.90 ns |
| Routed length per instance | 30.1 µm |
| Hold-fix buffers, CTS | 0 |
| Cell mode on critical path | buf_4 |
| P_leak | between 40 and 50 nW |
| Dpl cell area | 112000 µm² |
| Hold Path Cell Cnt | 0 |
| Full die area | 354000 µm² |
| Worst Path Buf+Inv | 7 |
| GR Overflow Total | 0 |
| Core Region | between 300000 and 400000 µm² |
| H-tree Lvls | 4 |
| Footprint of the multi-input gates | 40900 µm² |
| Drt via density | 5.62 |
| Worst path max stage delay | between 0.7 and 0.8 ns |
| Worst-path maximum fanout | 52 |
| XORs/XNORs by Area | 0.00125 |
| Period Utilization, post-route | 0.490 |
| Crit-path slowest cell | buf_4 |
| Min-delay src | deb.sync_q[0] |
| End of the worst register-to-register path | mem[233][0] |
| Post-Layout Cell Count | about 12000 |
| Placement row count | 217 |
| Post-Syn Instances | 7584 |
| Initial drt markers | 5095 |
| Antenna violations before repair | 29 |
| Log Warnings | 34 |
| Post-synth top flop | edfxtp_1 |
| Asr flop ratio synth | 0 |
| Post-synth EDFFs | 2056 |
-- layer usage --
metal | share of wire | wire length (µm) | global-route usage | up-vias
li1 | - | - | - | 28900
met1 | 0.30 | 113000 | 0.228 | 34500
met2 | 0.45 | 168000 | 0.324 | 4801
met3 | 0.18 | 66400 | 0.174 | 902
met4 | 0.060 | 22400 | 0.105 | 35
met5 | 0.0029 | 1060 | 0.0246 | -
-- synthesized netlist by cell type, drive strengths merged, types with 6 or more instances --
library cell	count	share of area
a211oi	30	0.0021
a21oi	90	0.0043
a221o	6	0.00057
a221oi	53	0.0044
a22o	25	0.0021
a22oi	179	0.013
a31o	11	0.00091
a31oi	10	0.00077
and2	18	0.0011
and3	9	0.00053
buf	228	0.010
clkbuf	420	0.015
dfxtp	22	0.0042
edfxtp	2056	0.59
inv	10	0.00036
mux2	28	0.0030
mux2i	266	0.025
mux4	903	0.19
nand2	386	0.014
nand2b	275	0.016
nand3	48	0.0023
nor2	2121	0.075
nor2b	26	0.0015
nor3	27	0.0013
nor4	29	0.0033
o211ai	10	0.00071
o21ai	83	0.0039
o21bai	9	0.00064
o221ai	36	0.0030
o22ai	53	0.0031
o31ai	9	0.00064
or3	7	0.00042
or4	7	0.00050
xnor2	7	0.00058
xor2	8	0.00066
-- cell usage in the layout (no fill, tap or decap), types with 24 or more instances in the layout --
cell	Yosys	layout
o21ai_0	83	83
clkdlybuf4s50_1	0	105
nand2b_1	275	275
nor2_1	2121	2101
bufinv_16	0	31
nand3_1	48	48
clkinv_1	4	49
o22ai_1	53	53
buf_4	10	232
clkbuf_1	419	39
mux4_2	903	903
diode_2	0	24
a22oi_1	179	179
nand2_1	385	385
clkbuf_16	0	219
a221oi_1	53	53
a211oi_1	30	30
mux2i_1	266	258
clkinv_2	0	46
a22o_1	25	25
nor3_1	27	27
o221ai_1	36	36
edfxtp_1	2056	2056
mux2_2	28	28
a21oi_1	90	89
-- final cells by class --
type	instances	area share
Tap cell	4599	0.0482
Antenna cell	24	0.000503
Clock buffer	258	0.0471
Timing Repair Buffer	353	0.0257
Sequential cell	2078	0.521
Inverter	14	0.000451
Multi-Input combinational cell	4844	0.343
Clock inverter	147	0.0147
-- where the power goes --
group | internal [W] | switching, W
sequential | 0.00149 | 0.0000256
combinational | 0.000180 | 0.000309
clock | 0.000729 | 0.000536
-- logic make-up (layout without fill, tap and decap cells) --
kind of cell               Yosys count  count (layout)
and+or+nand+nor                   2982            2982
adders and majority gates            3               3
other                                0              24
buffers and inverters              662             772
muxes                             1197            1197
DFF                               2078            2078
AOI/OAI and AO/OA                  647             647
xor gates and xnor gates            15              15
-- worst max path at each step --
stage,start,cells after the start,to
finish,ram_rd_addr[0],13,ram_rd_byte[0]
global route,ram_rd_addr[0],13,ram_rd_byte[0]
CTS,ram_rd_addr[0],13,ram_rd_byte[0]
-- sequential cells by signal, summed over array words and instances (netlist names) --
register,cells
last_tf0,1
last_tr0,1
REG.registerb,8
stack_pointer,8
deb.ctr_q,10
deb.sync_q,2
mem,2048
-- stage by stage --
step	total power, W	util	hold slack [ns]
floorplan	0.00182	-	0.310
global placement	0.00202	0.320	0.313
detailed placement	0.00202	0.320	0.314
CTS	0.00327	0.341	0.328
global route	0.00335	0.341	0.335
finish	0.00327	0.342	0.327
Power is estimated from default activity; no workload was simulated.
