==> ./config.mk <==
export PLATFORM = sky130hd
export DESIGN_NAME = timer_8051
export DESIGN_NICKNAME = timer_8051
export VERILOG_FILES = /design/flow/design.v
export SDC_FILE = /design/flow/constraint.sdc
export NUM_CORES = 4
export LEC_CHECK = 1
export CORE_AREA = 10 10 109 109
export DIE_AREA = 0 0 119 119
==> ./constraint.sdc <==
current_design timer_8051

set clk_period 2.2
set clk_io_pct 0.2

create_clock -name clk0 -period $clk_period [get_ports {clock}]

set non_clock_inputs [all_inputs -no_clocks]
set_input_delay [expr $clk_period * $clk_io_pct] -clock clk0 $non_clock_inputs
set_output_delay [expr $clk_period * $clk_io_pct] -clock clk0 [all_outputs]
==> ./design.v <==
`timescale 1ns / 1ps
module timer_8051(
input clock,         
input reset,         
input [7:0]sfr_tmod,
input [7:0]sfr_tcon, 
input [7:0]sfr_tl0, 
input [7:0]sfr_th0,
input  P0_1,
input int_ack,       
output tf0_flag,
output tr0_flag
);
reg [7:0]tmod;
reg [7:0]tcon;
reg [7:0]tl0;
reg [7:0]th0;
reg last_P0_1;
reg p0_edge;
reg tr0_edge;
reg last_tr0;
wire pe_P0_1;
parameter tr0_bit = 3'b100, tf0_bit = 3'b101;  
initial begin
    tmod = 8'h00;        
    tcon = 8'h00;     
    tl0 = 8'h00;         
    th0 = 8'h00;         
    last_P0_1 = 1'b0;
    p0_edge = 1'b0;
end
always @(posedge clock) begin
    last_P0_1 <= P0_1;
end 
assign pe_P0_1 = P0_1 & ~last_P0_1;
always @(posedge clock)
begin
if(reset == 1'b1) begin
tmod <= 8'h00;
tcon <= 8'h00;
th0 <= 8'h00;
tl0 <= 8'h00;
end
else
if(sfr_tcon[4]== 1'b0) begin
    tmod <= sfr_tmod;
    tcon <= sfr_tcon; 
    th0  <= sfr_th0;
    if(sfr_tmod[1:0] == 2'h2)        
        tl0 <= sfr_th0;              
    else
        tl0  <= sfr_tl0;
end
else if(tmod[2] == 1'b0) begin    
    tcon[4] <= 1'b1;
    case(tmod[1:0])
    0:   
        begin    
            if(tl0 == 8'h1f) begin           
                if(th0 == 8'hff)             
                    tcon[5] <= 1'b1;         
                th0 <= th0 + 1;
            end
            tl0 <= (tl0 + 1) & 8'b00011111;  
        end       
    1:   
        begin    
            if(tl0 == 8'hff) begin         
                if(th0 == 8'hff)           
                    tcon[5] <= 1'b1;       
                th0 <= th0 + 1;  
            end
            tl0 <= tl0 + 1;      
        end  
    2:   
        begin
            tl0 <= tl0 + 1;
            if(tl0==8'hff) begin
                tcon[5] <= 1'b1;     
            end
        end
    endcase
end
else if(pe_P0_1 == 1'b1) begin
    tcon[4] <= 1'b1;
    if(tcon[4]== 1'b1 && tmod[2] == 1'b1) begin    
        case(tmod[1:0])
        0:   
            begin
                if(tl0 == 8'h1f) begin         
                    if(th0 == 8'hff)           
                        tcon[5] <= 1'b1;       
                    th0 <= th0 + 1;
                end
                tl0 <= (tl0 + 1) & 8'b00011111;  
            end        
        1:   
            begin     
                if(tl0 == 8'hff) begin         
                    if(th0 == 8'hff)           
                        tcon[5] <= 1'b1;       
                    th0 <= th0 + 1;  
                end
                tl0 <= tl0 + 1;    
            end  
        2:   
            begin  
                tl0 <= tl0 + 1;
                if(tl0==8'hff) begin                   
                    tcon[5] <= 1'b1;     
                end
            end    
        endcase
    end
end
 if(tcon[5] == 1'b1)
 begin
        case(tmod[1:0])
        0:  ; 
        1:  ; 
        2:  begin
            tl0 <= th0;     
            end
        endcase
        if(int_ack)     
            tcon[5] <= 1'b0;    
 end  
end
assign tf0_flag = tcon[5];
assign tr0_flag = tcon[4];
endmodule
==> ./run.sh <==
#!/bin/bash
# OpenROAD 26Q1-2900-gdf79404cd8, Yosys 0.63+post, stock flow scripts
make -C /OpenROAD-flow-scripts/flow DESIGN_CONFIG=/design/flow/config.mk WORK_HOME=/design/flow/orfs finish
==> results.ini <==
[global_route]
grt-ovfl-total = 0
grt.total_usage_pct = 7.19
grt_pass1_vias = 1588
grt_pass1_wl_um = 8470
grt_start_max_net_pins = 17
antenna_found_initial = 0

[power_and_ir_drop]
pwr-share-comb_pct = 27.7
power.density_nw_per_um2 = 479
sequentialPowerShare_pct = 44.3
p_int_uw = 743
p_sw_share_pct = 29.5
p_leak_uw = 0.000789
p_sw_uw = 311
vdd_drop_max_v = 0.000267
pwr-share-clk_pct = 28.0

[floorplanning]
chip_area_sq_um = 14200
boundaryPins = 38
placementRows = 36
die_y_um = 119
fp_util_pct = 17.3
core-area_sq_um = 9640
die_w_um = 119

[cts]
clk_latency_ps = 260
htree_levels = 1
cts_buffer_depth = 2
cts_sinks = 22
clkSlewWorstSetupHoldPaths_ps = 80
hold_buffers = 0
cts_root_buffer = clkbuf_8
cts_made_buffers = 3
cts_tree = yes

[drt]
viasPerCell = 4.72
routedWlPerCell_um = 14.6
totalWireLength_um = 5350
initialDrtViolationCount = 135
antenna_cells = 0
drt-pass1-iter-count = 4
routed.top_layer = met4
num_vias = 1723
ant_nets = 0
wl_met3_um = 514
route.detailed.drc = 0
met2_length_um = 2030
wl_met1_um = 2770

[setup_path]
crit_fanout = 7
critical_path.reg2reg.startpoint = tmod[0]
crit_chain = inv_2 > ha_2 > or4b_4 > o22a_4 > or4_4 > a311oi_1
cp-start-kind = register
arrival_ps = 2340
reg2reg_depth = 6
path_class = reg -> reg
ff2ff_setup_slack_ps = 40
reg2reg_to = th0[3]
cp_slowest_cell = or4_4
endpoint_kind = register
cp.required_ps = 2380
crit_path_max_incr_delay_ps = 510

[final_timing]
setup_slack_ps = 36.7
hold_ws_ps = 533
rsz0062_at_grt = yes
fmax_mhz = 462
finalClockPeriodUsage_pct = 98.3
finClkSkew_ps = 5.92
finalSetupTns_ps = 0
fin_crit_ps = 2160
hold_viol = 0
setup_viol = 0
worstMarginPinSlew_ps = 485
maxSlewViolCount = 0
maxSlewHeadroom_pct = 67.6

[status]
status = complete, no violations

[cells_and_area]
drive_gt1_share_pct = 19.4
fin_cells = 365
fill_cells = 1071
utilization_pct = 22.9
syn_to_final_growth_pct = 32.3

[synth]
yosysWarnings = 1
ys_cells = 195
syn_area_sq_um = 1670
seq_area_frac_synth_pct = 26.4
edf_count = 0
async_reset_ff_share_pct = 0
synth_area_per_cell_sq_um = 8.54
ys_area_sq_um = 1670
synth_cell_types = 55
syn_inst = 195
ff_type = dfxtp_1
synth_flops = 22

[run]
drv_cap = 0
tool_warnings = 40

[placement]
dpl.cell_count = 358
post-place-ws_ps = -3.52
post-dp-hpwl_um = 4030
place_congestion = 0.905
port_buffers = 26

[worst_hold_path]
min-delay-start = th0[1]
worstHoldPathCells = 2
hold_path.class = reg -> reg
min_to = tl0[1]

==> cells in the final DEF, fill, tap and decap left out, types with 4 or more instances in the layout <==
| master | synthesis | routed |
|---|---|---|
| o21ai_0 | 18 | 18 |
| inv_1 | 9 | 7 |
| mux2i_1 | 7 | 7 |
| clkdlybuf4s50_1 | 0 | 26 |
| ha_1 | 6 | 5 |
| nand2_1 | 10 | 10 |
| and3_1 | 4 | 4 |
| nand3_1 | 9 | 9 |
| o31ai_1 | 6 | 6 |
| a211oi_1 | 5 | 5 |
| mux2_2 | 4 | 4 |
| dfxtp_1 | 22 | 20 |
| buf_4 | 0 | 17 |
| a311oi_1 | 6 | 5 |
| nor2_1 | 16 | 16 |
| clkbuf_8 | 5 | 4 |
==> power groups by stage <==
stage / clock network, uW / registers [uW] / logic, uW
CTS: 304 / 465 / 271
global route: 322 / 474 / 324
finish: 295 / 467 / 293
==> critical path: cells and delay by family (launching register included) <==
kind,cells,cell delay (ps)
buffers and inverters,1,60
AND-OR/OR-AND,2,530
adder cells (fa/ha/maj),1,160
flip-flops,1,330
AND/OR/NAND/NOR,2,1010
==> final cells by class <==
type	instances	area, sq um	share of cell area (%)
Clock buffer	4	55.1	2.50
Tap cell	133	166	7.55
Inverter	9	33.8	1.53
Timing Repair Buffer	43	388	17.6
Multi-Input combinational cell	154	1120	50.7
Sequential cell	22	443	20.1
==> per-stage QoR <==
stage	power, uW	instance area, sq um
2_1_floorplan	632	1670
3_3_place_gp	742	2110
3_5_place_dp	743	2110
4_1_cts	1040	2160
5_1_grt	1120	2200
6_report	1050	2200
==> Yosys cell counts (all sizes together) (2+ instances only) <==
| cell | count | area share [%] |
|---|---|---|
| a2111oi | 2 | 1.1 |
| a211o | 3 | 1.6 |
| a211oi | 5 | 2.3 |
| a21oi | 2 | 0.60 |
| a311oi | 6 | 3.2 |
| a31oi | 2 | 0.75 |
| a32oi | 2 | 1.1 |
| a41o | 2 | 1.2 |
| and3 | 4 | 1.5 |
| and4 | 2 | 1.2 |
| clkbuf | 10 | 5.3 |
| dfxtp | 22 | 26 |
| ha | 6 | 4.5 |
| inv | 9 | 2.0 |
| mux2 | 4 | 2.7 |
| mux2i | 7 | 4.2 |
| nand2 | 10 | 2.3 |
| nand2b | 2 | 0.75 |
| nand3 | 9 | 2.7 |
| nand4 | 3 | 1.1 |
| nor2 | 16 | 3.6 |
| o211ai | 2 | 0.90 |
| o21ai | 19 | 5.7 |
| o21bai | 3 | 1.4 |
| o221ai | 2 | 1.1 |
| o311a | 2 | 1.2 |
| o31ai | 6 | 2.7 |
| o41ai | 2 | 1.1 |
| or3 | 4 | 1.7 |
| or3b | 2 | 1.1 |
| or4 | 4 | 1.8 |
==> what timing repair did <==
item | in CTS | in global routing
resized | 0 | 8
endpoints found under the setup margin | 0 | 6
buffers inserted | 0 | 2
endpoints found under the hold margin | 0 | 0
==> worst max path at each step <==
stage                    from  endpoint  slack [ps]  depth (start not counted)
after global routing  tmod[1]    th0[3]         -20                          6
after CTS             tmod[0]    th0[4]           9                          6
final                 tmod[0]    th0[3]          40                          6
==> logic make-up (layout without fill, tap and decap cells) <==
group / count (synthesis) / count (layout) / share of synthesized area (%)
AOI/OAI and AO/OA: 69 / 70 / 31.3
adders and majority gates: 6 / 6 / 4.51
buffers and inverters: 20 / 56 / 7.96
DFF: 22 / 22 / 26.4
muxes: 11 / 11 / 6.91
and+or+nand+nor: 67 / 67 / 22.9
==> sequential cells by signal, indices dropped and copies added, names as in the netlist <==
register,count
tmod,3
last_P0_1,1
th0,8
tl0,8
tcon,2
==> per-layer routing <==
| layer | track usage (%) | vias up |
|---|---|---|
| met3 | 2.45 | 4 |
| met4 | 0.305 | 0 |
| met5 | 0 | - |
| met2 | 9.51 | 80 |
| li1 | - | 844 |
| met1 | 11.4 | 795 |
Power figures rest on the tool's default switching activity, not on a simulated workload.
